$ cat design.v
module tag_array_ext(
  input  [5:0]  RW0_addr,
  input         RW0_clk,
  input  [87:0] RW0_wdata,
  output [87:0] RW0_rdata,
  input         RW0_en,
  input         RW0_wmode,
  input  [3:0]  RW0_wmask
);
  wire [5:0] mem_0_0_RW0_addr;
  wire  mem_0_0_RW0_clk;
  wire [21:0] mem_0_0_RW0_wdata;
  wire [21:0] mem_0_0_RW0_rdata;
  wire  mem_0_0_RW0_en;
  wire  mem_0_0_RW0_wmode;
  wire  mem_0_0_RW0_wmask;
  wire [5:0] mem_0_1_RW0_addr;
  wire  mem_0_1_RW0_clk;
  wire [21:0] mem_0_1_RW0_wdata;
  wire [21:0] mem_0_1_RW0_rdata;
  wire  mem_0_1_RW0_en;
  wire  mem_0_1_RW0_wmode;
  wire  mem_0_1_RW0_wmask;
  wire [5:0] mem_0_2_RW0_addr;
  wire  mem_0_2_RW0_clk;
  wire [21:0] mem_0_2_RW0_wdata;
  wire [21:0] mem_0_2_RW0_rdata;
  wire  mem_0_2_RW0_en;
  wire  mem_0_2_RW0_wmode;
  wire  mem_0_2_RW0_wmask;
  wire [5:0] mem_0_3_RW0_addr;
  wire  mem_0_3_RW0_clk;
  wire [21:0] mem_0_3_RW0_wdata;
  wire [21:0] mem_0_3_RW0_rdata;
  wire  mem_0_3_RW0_en;
  wire  mem_0_3_RW0_wmode;
  wire  mem_0_3_RW0_wmask;
  wire [21:0] RW0_rdata_0_0 = mem_0_0_RW0_rdata;
  wire [21:0] RW0_rdata_0_1 = mem_0_1_RW0_rdata;
  wire [21:0] RW0_rdata_0_2 = mem_0_2_RW0_rdata;
  wire [21:0] RW0_rdata_0_3 = mem_0_3_RW0_rdata;
  wire [65:0] _GEN_1 = {RW0_rdata_0_2,RW0_rdata_0_1,RW0_rdata_0_0};
  split_tag_array_ext mem_0_0 (
    .RW0_addr(mem_0_0_RW0_addr),
    .RW0_clk(mem_0_0_RW0_clk),
    .RW0_wdata(mem_0_0_RW0_wdata),
    .RW0_rdata(mem_0_0_RW0_rdata),
    .RW0_en(mem_0_0_RW0_en),
    .RW0_wmode(mem_0_0_RW0_wmode),
    .RW0_wmask(mem_0_0_RW0_wmask)
  );
  split_tag_array_ext mem_0_1 (
    .RW0_addr(mem_0_1_RW0_addr),
    .RW0_clk(mem_0_1_RW0_clk),
    .RW0_wdata(mem_0_1_RW0_wdata),
    .RW0_rdata(mem_0_1_RW0_rdata),
    .RW0_en(mem_0_1_RW0_en),
    .RW0_wmode(mem_0_1_RW0_wmode),
    .RW0_wmask(mem_0_1_RW0_wmask)
  );
  split_tag_array_ext mem_0_2 (
    .RW0_addr(mem_0_2_RW0_addr),
    .RW0_clk(mem_0_2_RW0_clk),
    .RW0_wdata(mem_0_2_RW0_wdata),
    .RW0_rdata(mem_0_2_RW0_rdata),
    .RW0_en(mem_0_2_RW0_en),
    .RW0_wmode(mem_0_2_RW0_wmode),
    .RW0_wmask(mem_0_2_RW0_wmask)
  );
  split_tag_array_ext mem_0_3 (
    .RW0_addr(mem_0_3_RW0_addr),
    .RW0_clk(mem_0_3_RW0_clk),
    .RW0_wdata(mem_0_3_RW0_wdata),
    .RW0_rdata(mem_0_3_RW0_rdata),
    .RW0_en(mem_0_3_RW0_en),
    .RW0_wmode(mem_0_3_RW0_wmode),
    .RW0_wmask(mem_0_3_RW0_wmask)
  );
  assign RW0_rdata = {RW0_rdata_0_3,_GEN_1};
  assign mem_0_0_RW0_addr = RW0_addr;
  assign mem_0_0_RW0_clk = RW0_clk;
  assign mem_0_0_RW0_wdata = RW0_wdata[21:0];
  assign mem_0_0_RW0_en = RW0_en;
  assign mem_0_0_RW0_wmode = RW0_wmode;
  assign mem_0_0_RW0_wmask = RW0_wmask[0];
  assign mem_0_1_RW0_addr = RW0_addr;
  assign mem_0_1_RW0_clk = RW0_clk;
  assign mem_0_1_RW0_wdata = RW0_wdata[43:22];
  assign mem_0_1_RW0_en = RW0_en;
  assign mem_0_1_RW0_wmode = RW0_wmode;
  assign mem_0_1_RW0_wmask = RW0_wmask[1];
  assign mem_0_2_RW0_addr = RW0_addr;
  assign mem_0_2_RW0_clk = RW0_clk;
  assign mem_0_2_RW0_wdata = RW0_wdata[65:44];
  assign mem_0_2_RW0_en = RW0_en;
  assign mem_0_2_RW0_wmode = RW0_wmode;
  assign mem_0_2_RW0_wmask = RW0_wmask[2];
  assign mem_0_3_RW0_addr = RW0_addr;
  assign mem_0_3_RW0_clk = RW0_clk;
  assign mem_0_3_RW0_wdata = RW0_wdata[87:66];
  assign mem_0_3_RW0_en = RW0_en;
  assign mem_0_3_RW0_wmode = RW0_wmode;
  assign mem_0_3_RW0_wmask = RW0_wmask[3];
endmodule
module split_tag_array_ext(
  input  [5:0]  RW0_addr,
  input         RW0_clk,
  input  [21:0] RW0_wdata,
  output [21:0] RW0_rdata,
  input         RW0_en,
  input         RW0_wmode,
  input         RW0_wmask
);
  reg [21:0] ram [0:63];
  wire  ram_RW_0_r_en;
  wire [5:0] ram_RW_0_r_addr;
  wire [21:0] ram_RW_0_r_data;
  wire [21:0] ram_RW_0_w_data;
  wire [5:0] ram_RW_0_w_addr;
  wire  ram_RW_0_w_mask;
  wire  ram_RW_0_w_en;
  reg  ram_RW_0_r_en_pipe_0;
  reg [5:0] ram_RW_0_r_addr_pipe_0;
  assign ram_RW_0_r_en = ram_RW_0_r_en_pipe_0;
  assign ram_RW_0_r_addr = ram_RW_0_r_addr_pipe_0;
  assign ram_RW_0_r_data = ram[ram_RW_0_r_addr];
  assign ram_RW_0_w_data = RW0_wdata;
  assign ram_RW_0_w_addr = RW0_addr;
  assign ram_RW_0_w_mask = RW0_wmask;
  assign ram_RW_0_w_en = RW0_en & RW0_wmode;
  assign RW0_rdata = ram_RW_0_r_data;
  always @(posedge RW0_clk) begin
    if (ram_RW_0_w_en & ram_RW_0_w_mask) begin
      ram[ram_RW_0_w_addr] <= ram_RW_0_w_data;
    end
    ram_RW_0_r_en_pipe_0 <= RW0_en & ~RW0_wmode;
    if (RW0_en & ~RW0_wmode) begin
      ram_RW_0_r_addr_pipe_0 <= RW0_addr;
    end
  end
endmodule
$ cat run.sh
#!/bin/bash
# OpenROAD 26Q1-2900-gdf79404cd8, Yosys 0.63+post, stock flow scripts
make -C /OpenROAD-flow-scripts/flow DESIGN_CONFIG=/design/flow/config.mk WORK_HOME=/design/flow/orfs finish
$ cat config.mk
export PLATFORM = sky130hd
export DESIGN_NAME = tag_array_ext
export DESIGN_NICKNAME = tag_array_ext
export VERILOG_FILES = /design/flow/design.v
export SDC_FILE = /design/flow/constraint.sdc
export NUM_CORES = 4
export LEC_CHECK = 1
export CORE_UTILIZATION = 40
export SYNTH_MEMORY_MAX_BITS = 65536
$ cat constraint.sdc
current_design tag_array_ext

set clk_period 156.1
set clk_io_pct 0.2

create_clock -name clk0 -period $clk_period [get_ports {RW0_clk}]

set non_clock_inputs [all_inputs -no_clocks]
set_input_delay [expr $clk_period * $clk_io_pct] -clock clk0 $non_clock_inputs
set_output_delay [expr $clk_period * $clk_io_pct] -clock clk0 [all_outputs]
==> run notes <==
flow finished, numbers: mean cell area of the mapped netlist=23.41 um2, Buffers on Ports=~190, top_reg_cell synth=edfxtp_1, yosys stat cell total=~9100, first-pass GRT wire length=821900 um, total clock sinks=5644, DR WL/cell=33.92 um, Fin Hold WS=about 0.46 ns, Startpoint Class=flop, DRT Wirelength=587800 um, fp util=40.16%, fin cells=approximately 17000, Period Utilization, post-route=between 20 and 25%, largest family of logic cells by area=multiplexers, Die ar.=0.5376 mm2, Synth Seq Share=79.22%, Top-area cell share=79.16%, post-synthesis cell area=0.2139 mm2, gr ovfl total=0, asr flop ratio synth=0%, fraction of layout cells with a size suffix above 1=29.85%, Filler Cells Inserted=42390, # IOs=189, chip width=733.2 um, top-count cell post-synth=edfxtp_1, # Post-CTS Setup Buffers=0, synthesis-to-layout area growth=14.12%, post-CTS resize count=0, number of enable flip-flop cells=5638, Chip Area, Yosys=0.2139 mm2, minimum clock period=~39 ns, adder-cell area share of the yosys netlist=0%, CP required=approximately 120 ns, Slew @ Worst Pin=1.196 ns, cts hold-fix bufs=0, Final Max Slew Viols=0, Pwr Density=13.01 mW/mm2, root buf cell=clkbuf_16, initial antenna violation count=28, Hold Fails Final Rpt=0, CTS tree=yes, stage-log warning count=26, status=finished clean, Min-Delay Path Class=flop to flop, Max FO, Critical Path=43, Synth Instances=9135, Yosys cell types=35, Final Skew=between 0.02 and 0.025 ns, Tot GR Track Use=between 20% and 30%, core box area=0.5325 mm2, Num CTS Buffers=560, number of global-route vias before repair=113200, Reg2Reg Setup Slack=155.37 ns, Final GP Congestion=0.8731, iteration tally of the first detailed-router pass=11, Max Clk Rate=between 20 and 30 MHz, Remaining DRCs=0, Worst-path clk slew=approximately 0.06 ns, row cnt=268, Max-Cap Viols=0, Mux area share=15.35%, cell taking the most area after synthesis=edfxtp_1, clk latency late pin=1.07 ns, XOR Share, Synth=0%, most instantiated cells after synthesis=edfxtp_1 (5638), mux4_2 (1408), a22oi_1 (326), peak supply drop=0.01475 mV, crit end category=output port, RSZ-0062 raised after global routing=false, Clock Path Buffers=4, CP Class=flop to output port, htree depth=6, P_leak=74.51 nW, Placed Instances=16330, yosys warns=1, Area contributors post-synth=edfxtp_1 (79%), mux4_2 (15%), a22oi_1 (1.1%), final setup violation count=0, Setup TNS=0 ns, number of DRC markers in iteration 0=about 6900, Yosys reg bits=5644, Slew headroom=20.29%, Compound Share, Synth=2.674%, Simple-Gate Area Share=1.388%, vias per cell=5.821, largest net degree at the start of global routing=98, detailed-placement wirelength estimate=approximately 320000 um, die height=733.2 um, Worst EP arrival=7.79 ns, Via Count=100900, Antenna Nets Post-Route=0
## path summary, 6_finish.rpt
path         cells after the start                              start             to
min reg2reg                      1  mem_0_1.ram_RW_0_r_addr_pipe_0[2]           flop
max reg2reg                      1  mem_0_1.ram_RW_0_r_addr_pipe_0[3]           flop
max                             10                               flop  RW0_rdata[84]
min                              1  mem_0_1.ram_RW_0_r_addr_pipe_0[2]           flop
## cells in the final DEF, fill, tap and decap left out, types with 26 or more instances in the layout
cell type	netlist	layout
a21oi_1	34	34
clkbuf_16	0	581
and3_1	90	90
nand2_1	86	81
a22oi_1	326	326
buf_2	189	88
clkinv_2	0	73
a221oi_1	26	26
nor2_4	0	153
o221ai_1	104	104
buf_4	72	525
nor2_1	289	30
nor2b_1	48	43
clkbuf_1	222	141
edfxtp_1	5638	5638
a211oi_1	64	60
nand3_1	104	100
mux4_2	1408	1408
clkdlybuf4s50_1	0	100
o22ai_1	164	164
nor2_2	0	106
mux2i_1	89	89
clkinv_1	0	116
## stage by stage
step                      util (%)  area [um2]  setup WS (ns)  total power (W)
after CTS                    45.83      244000         116.91         0.003200
after global placement       42.61      226900         118.08         0.001933
after global routing         45.83      244000         116.65         0.003268
after detailed placement     42.61      226900         118.04         0.001937
after floorplan                  -      213900         122.52         0.001827
final                        45.83      244100         117.09         0.003176
## per-layer routing
layer / vias to the layer above / part of all wire [%] / global-route usage [%]
met3: 1260 / 21 / 22.83
li1: 40950 / - / -
met5: - / 0.30 / 3.124
met4: 57 / 4.5 / 7.935
met1: 50360 / 27 / 23.98
met2: 8244 / 47 / 34.80
## where the power goes
part	total, W	switching, W	internal (W)	leakage [nW]
clock network	0.00127	0.000553	0.000721	8.36
logic	0.000229	0.000142	0.0000867	15.4
registers	0.00167	0.00000244	0.00167	50.7
## cells by family after synthesis
family                 Yosys count
AND-OR/OR-AND                  783
AND/OR/NAND/NOR                642
buffers and inverters          548
flip-flops                    5644
multiplexers                  1518
## state kept, by name, indices dropped and copies added, names as in the netlist, named ones only
signal,flops
mem_0_0.ram,1408
mem_0_3.ram,1408
mem_0_2.ram,1408
mem_0_1.ram,1408
mem_0_1.ram_RW_0_r_addr_pipe_0,6
## critical path: stages (launching register included)
cell	delay, ns
dfxtp_4	0.62
buf_4	0.66
buf_4	0.65
buf_4	0.59
buf_4	0.69
buf_4	0.64
buf_4	0.62
mux4_2	0.32
a22oi_1	0.09
a311oi_1	0.98
clkdlybuf4s50_1	0.65
## final cells by class
cell class                      instances  area [um2]  area share (%)
Timing Repair Buffer                  721        5543           2.271
Sequential cell                      5644      169400           69.43
Multi-Input combinational cell       2943       43110           17.66
Clock buffer                          726       15120           6.196
Clock inverter                        261        2028          0.8310
Tap cell                             7020        8783           3.599
Antenna cell                           15       37.54         0.01538
Power is estimated from default activity; no workload was simulated.
